==> /design/flow/design.v <==
`timescale 1ns / 1ps
module pap_predictor #(
    parameter HISTORY_BITS = 4,     
    parameter PC_BITS      = 4,     
    parameter BHT_ENTRIES  = 16,    
    parameter NUM_PHTS     = 4,     
    parameter PHT_ENTRIES  = 16     
) (
    input  wire                    clk,
    input  wire                    reset,
    input  wire                    branch_detected,  
    input  wire                    branch_taken,     
    input  wire [PC_BITS-1:0]      pc,               
    output wire                    prediction,        
    output wire [HISTORY_BITS-1:0] bht_out,           
    output wire [1:0]              pht_select          
);
    reg [HISTORY_BITS-1:0] bht     [0:BHT_ENTRIES-1];          
    reg [1:0]              phts    [0:NUM_PHTS-1][0:PHT_ENTRIES-1];  
    wire [1:0]              pht_idx;        
    wire [HISTORY_BITS-1:0] entry_idx;      
    assign pht_idx   = pc[1:0];             
    assign entry_idx = bht[pc];             
    assign pht_select = pht_idx;
    assign bht_out    = bht[pc];
    assign prediction = phts[pht_idx][entry_idx][1];
    reg [1:0]              pht_idx_at_fetch;
    reg [HISTORY_BITS-1:0] entry_idx_at_fetch;
    reg [PC_BITS-1:0]      pc_at_fetch;
    always @(posedge clk) begin
        if (reset) begin
            pht_idx_at_fetch   <= 2'b00;
            entry_idx_at_fetch <= {HISTORY_BITS{1'b0}};
            pc_at_fetch        <= {PC_BITS{1'b0}};
        end else if (branch_detected) begin
            pht_idx_at_fetch   <= pht_idx;
            entry_idx_at_fetch <= entry_idx;
            pc_at_fetch        <= pc;
        end
    end
    integer i, j;
    always @(posedge clk) begin
        if (reset) begin
            for (i = 0; i < BHT_ENTRIES; i = i + 1)
                bht[i] <= {HISTORY_BITS{1'b0}};
            for (i = 0; i < NUM_PHTS; i = i + 1)
                for (j = 0; j < PHT_ENTRIES; j = j + 1)
                    phts[i][j] <= 2'b01;
        end else if (branch_detected) begin
            if (branch_taken) begin
                if (phts[pht_idx_at_fetch][entry_idx_at_fetch] != 2'b11)
                    phts[pht_idx_at_fetch][entry_idx_at_fetch] <=
                        phts[pht_idx_at_fetch][entry_idx_at_fetch] + 2'b01;
            end else begin
                if (phts[pht_idx_at_fetch][entry_idx_at_fetch] != 2'b00)
                    phts[pht_idx_at_fetch][entry_idx_at_fetch] <=
                        phts[pht_idx_at_fetch][entry_idx_at_fetch] - 2'b01;
            end
            bht[pc_at_fetch] <= {bht[pc_at_fetch][HISTORY_BITS-2:0], branch_taken};
        end
    end
endmodule
==> /design/flow/run.sh <==
#!/bin/bash
# OpenROAD 26Q1-2900-gdf79404cd8, Yosys 0.63+post, stock flow scripts
make -C /OpenROAD-flow-scripts/flow DESIGN_CONFIG=/design/flow/config.mk WORK_HOME=/design/flow/orfs finish
==> /design/flow/config.mk <==
export PLATFORM = sky130hd
export DESIGN_NAME = pap_predictor
export DESIGN_NICKNAME = pap_predictor
export VERILOG_FILES = /design/flow/design.v
export SDC_FILE = /design/flow/constraint.sdc
export NUM_CORES = 4
export LEC_CHECK = 1
export CORE_UTILIZATION = 50
==> /design/flow/constraint.sdc <==
current_design pap_predictor

set clk_period 12.8
set clk_io_pct 0.2

create_clock -name clk0 -period $clk_period [get_ports {clk}]

set non_clock_inputs [all_inputs -no_clocks]
set_input_delay [expr $clk_period * $clk_io_pct] -clock clk0 $non_clock_inputs
set_output_delay [expr $clk_period * $clk_io_pct] -clock clk0 [all_outputs]
==> flow_summary.json <==
{
  "crit_path_start_kind": "input port",
  "worstRegToRegCells": 10,
  "worst_skew_pair.late_latency_ns": 0.52,
  "ir_drop_mv": 0.109,
  "ys_warn_count": 1,
  "crit_type": "in2out",
  "postCtsSetupRepairBufs": 0,
  "tritoncts.num_buffers": 23,
  "global_route.overflow_total": 0,
  "postSynthSeqShare_pct": 54.7,
  "count_of_unresolved_drc_violations_after_routing": 0,
  "final.setup.tns_ns": 0,
  "proportion_of_layout_cells_with_a_drive_suffix_above_1_pct": 14.5,
  "post_layout_nonfiller_instances": 1212,
  "maxClockFrequency_mhz": 114,
  "finalWirelength_um": 31700,
  "crit-reg2reg-launch": "entry_idx_at_fetch[2]",
  "diodes": 0,
  "endpoint_kind": "primary output",
  "synth_area_um2": 11000,
  "portBuffers": 14,
  "rsz0062_at_grt": "false",
  "dpl.hpwl_um": 22300,
  "drv_slew": 0,
  "tcrit_tclk_final_pct": 68.4,
  "cp_data_arrival_time_ns": 6.20,
  "placement.setup.worst_slack_ns": 4.06,
  "met3_usage_pct": 20.1,
  "critical_path_required_ns": 10.24,
  "dr.first_iter.drc_count": 593,
  "report.final.setup_viol": 0,
  "synth_cells": 938,
  "synth_chip_area_um2": 11000,
  "hold_violations": 0,
  "core_region_area_um2": 21300,
  "gr-usage-met1_pct": 48.1,
  "worstHoldStart": "pc_at_fetch[2]",
  "area.growth.synth_to_final_pct": 9.75,
  "setup_slack_ns": 4.04,
  "critical_path_peak_fanout": 27,
  "ys.flop_type": "edfxtp_1",
  "layout_min_cycle_time_ns": 8.76,
  "pin_count_of_the_biggest_net_entering_global_routing": 53,
  "floorplan.die_area_um2": 22600,
  "htreeDepth": 1,
  "clk_pin_slew_ns": 0.05,
  "wire_per_inst_um": 26.2,
  "timing_worst_slew_pin_value_ns": 0.948,
  "tritoncts": "built",
  "core_util_floorplan_pct": 51.6,
  "antenna_violating_nets_post_route": 0,
  "critPathBufInv": 3,
  "cts-hold-fix-buffers": 0,
  "num-fill-cells": 1702,
  "slew_headroom_pct": 36.5,
  "first_pass_iters": 5,
  "grt.total_usage_pct": 32.3,
  "floorplan.die.width_um": 150,
  "buffer_depth_of_the_longest_clock_path": 3,
  "grt.busiest_layer": "met1",
  "hold_path_class": "reg2reg",
  "routed_via_density": 6.48,
  "timing.reg2reg.setup_slack_ns": 7.93,
  "number_of_antenna_violations_at_the_first_check_in_global_routing": 0,
  "yosysUniqueCellTypes": 62,
  "endpoint_of_the_worst_slack_reg_to_reg_timing_path": "phts[33][1]",
  "critPathTopFamily": "buffers and inverters",
  "fp.dieH_um": 150,
  "post-place-cells": 1170,
  "p_per_area_nw_per_um2": 140,
  "critical-path-max-stage-delay_ns": 0.97,
  "cpMaxStageDelayCell": "clkdlybuf4s50_1",
  "worstPathCellList": "clkdlybuf4s50_1, mux2_2, a2bb2oi_1, a21oi_1, a21oi_4, buf_4, mux2_2, nor2_1, a211oi_1, nor4_1, nand4_1, clkdlybuf4s50_1",
  "post_cts.resized_instances": 0,
  "floorplan.rows": 53,
  "gpl.final_weighted_congestion": 1.05,
  "post_synth_regs": 204,
  "max_cap_viol_count": 0,
  "async_flop_share_pct": 0,
  "number_of_global_route_vias_before_repair": 8046,
  "clock_sink_count": 204,
  "stage_log_warnings": 25,
  "global_route.usage.met2_pct": 42.8,
  "edf_count": 192,
  "detailroute.via_count": 7858,
  "grt_first_pass_wirelength_um": 48400,
  "run_status": "finished clean",
  "io_pins": 15,
  "ys_cells": 938,
  "root_buffer": "clkbuf_16",
  "timing.clock.skew_ns": 0.0166,
  "min_path_cells": 2,
  "post_syn_area_per_cell_um2": 11.7,
  "power.static_leakage_nw": 3.93
}
==> through the flow <==
step / power (mW) / hold slack, ns / utilization, % / cell area [µm²]
6_report: 1.69 / 0.667 / 56.6 / 12100
4_1_cts: 1.69 / 0.654 / 56.6 / 12100
3_3_place_gp: 1.02 / 0.637 / 53.0 / 11300
5_1_grt: 1.74 / 0.694 / 56.6 / 12100
2_1_floorplan: 0.941 / 0.571 / - / 11000
3_5_place_dp: 1.02 / 0.644 / 53.0 / 11300
==> logic make-up (layout without fill, tap and decap cells) <==
family	after synthesis	in the layout	share of synthesized area, %
buffers and inverters	82	81	3.54
and+or+nand+nor	382	382	15.8
DFF	204	204	54.7
AOI/OAI and AO/OA	145	145	9.86
xor gates and xnor gates	1	1	0.148
muxes	124	124	16.0
==> worst max path at each step <==
stage | from | to | slack, ns | cells past startpoint
global route | pc[2] | prediction | 3.84 | 12
CTS | pc[2] | prediction | 4.05 | 12
finish | pc[2] | prediction | 4.04 | 12
==> worst register-to-register path, delay by kind of cell, from the launching register on <==
kind | cells | cell delay, ns
AOI/OAI and AO/OA | 2 | 0.95
buffers and inverters | 2 | 0.97
DFF | 1 | 0.30
muxes | 2 | 0.82
and+or+nand+nor | 4 | 1.55
==> cells in the final DEF, fill, tap and decap left out, types with 4 or more instances in the layout <==
cell and instances:
edfxtp_1 192, nor2_1 137, nand2_1 114, mux2i_1 55, o21bai_1 40, mux4_2 38
nor3_1 36, nand2b_1 28, mux2_2 27, a21o_1 24, clkbuf_16 23, buf_4 21
nand3_1 18, nor2b_1 14, clkdlybuf4s50_1 13, a21oi_1 10, dfxtp_1 10, a22oi_1 9
a211oi_1 7, and3_1 7, a221oi_1 6, clkbuf_1 6, nor3b_1 5, and2_1 5
o21ai_1 5, o211ai_1 5, inv_1 4, a211o_1 4, o21a_1 4, o22ai_1 4
clkbuf_8 4
==> cells in the mapped netlist, types with 3 or more instances <==
cell type	number	area (µm²)
edfxtp_1	192	5770
nor2_1	137	514
nand2_1	114	428
mux2i_1	56	561
clkbuf_1	46	173
o21bai_1	40	300
mux4_2	38	856
nor3_1	36	180
nand2b_1	28	175
mux2_2	27	304
a21o_1	24	180
nand3_1	18	90.1
buf_2	17	85.1
nor2b_1	14	87.6
a21oi_1	12	60.1
dfxtp_1	12	240
buf_4	10	75.1
a22oi_1	9	67.6
a211oi_1	7	52.6
and3_1	7	43.8
a221oi_1	6	52.6
and2_1	5	31.3
nor3b_1	5	37.5
o211ai_1	5	37.5
o21ai_1	5	25.0
a211o_1	4	35.0
inv_1	4	15.0
o21a_1	4	30.0
o22ai_1	4	25.0
a22o_1	3	26.3
buf_6	3	33.8
mux2_1	3	33.8
o21ai_0	3	15.0
or2_1	3	18.8
==> final cells by class <==
cell class              instances  area, µm²  area share (%)
clock buffers                  33        653            5.42
well taps                     275        344            2.86
inverters                       4       15.0           0.125
repair buffers                 35        293            2.43
multi-input cells             652       4610            38.3
flip-flops and latches        204       6010            49.9
clock inverters                 9        125            1.04
==> per-layer routing <==
layer / vias up / share of wire, %
met5: - / 0
met4: 0 / 2.8
met3: 63 / 15
met2: 495 / 42
met1: 3836 / 40
li1: 3464 / -
==> state kept, by name, summed over array words and instances, names as in the netlist, named ones only <==
| register | flops |
|---|---|
| entry_idx_at_fetch | 4 |
| pc_at_fetch | 4 |
| bht | 64 |
| phts | 128 |
==> power breakdown <==
group          internal, mW  switching (mW)
clock network         0.415           0.259
logic                0.0893           0.156
registers             0.748          0.0199
total                  1.25           0.435
No activity file was given, so power comes from the tool's default toggle rates.
