**design/flow/run.sh**
```bash
#!/bin/bash
# OpenROAD 26Q1-2900-gdf79404cd8, Yosys 0.63+post, stock flow scripts
make -C /OpenROAD-flow-scripts/flow DESIGN_CONFIG=/design/flow/config.mk WORK_HOME=/design/flow/orfs finish
```
**design/flow/config.mk**
```make
export PLATFORM = sky130hd
export DESIGN_NAME = pipeline_top
export DESIGN_NICKNAME = pipeline_top
export VERILOG_FILES = /design/flow/design.v
export SDC_FILE = /design/flow/constraint.sdc
export NUM_CORES = 4
export LEC_CHECK = 1
export CORE_UTILIZATION = 50
```
**design/flow/constraint.sdc**
```tcl
current_design pipeline_top

set clk_period 4.4
set clk_io_pct 0.2

create_clock -name clk0 -period $clk_period [get_ports {fast_clk}]

set non_clock_inputs [all_inputs -no_clocks]
set_input_delay [expr $clk_period * $clk_io_pct] -clock clk0 $non_clock_inputs
set_output_delay [expr $clk_period * $clk_io_pct] -clock clk0 [all_outputs]
```
**design/flow/design.v**
```verilog
`timescale 1ns / 1ps
module clk_divider (
    input  wire fast_clk,
    input  wire rst_n,
    output reg  slow_clk
);
    integer count;
    always @(posedge fast_clk or negedge rst_n) begin
        if (!rst_n) begin
            count    <= 0;
            slow_clk <= 1'b0;
        end else begin
            if (count == 1) begin
                slow_clk <= ~slow_clk;
                count    <= 0;
            end else begin
                count <= count + 1;
            end
        end
    end
endmodule
module stage1 (
    input  wire       fast_clk,
    input  wire       rst_n,
    input  wire [7:0] input_val,
    output reg  [7:0] data_out
);
    integer delay_cnt;
    integer rand_delay;
    reg     computing;
    always @(posedge fast_clk or negedge rst_n) begin
        if (!rst_n) begin
            data_out  <= 8'd0;
            delay_cnt <= 0;
            rand_delay<= 0;
            computing <= 1'b0;
        end else begin
            if (!computing) begin
                rand_delay <= ($random % 3) + 1;
                delay_cnt  <= 0;
                computing  <= 1'b1;
            end else begin
                if (delay_cnt < rand_delay - 1) begin
                    delay_cnt <= delay_cnt + 1;
                end else begin
                    data_out  <= input_val + 1'b1;
                    computing <= 1'b0;
                    delay_cnt <= 0;
                end
            end
        end
    end
endmodule
module pipeline_register (
    input  wire       slow_clk,
    input  wire       rst_n,
    input  wire [7:0] d_in,
    output reg  [7:0] d_out
);
    always @(posedge slow_clk or negedge rst_n) begin
        if (!rst_n)
            d_out <= 8'd0;
        else
            d_out <= d_in;
    end
endmodule
module stage2 (
    input  wire       fast_clk,
    input  wire       slow_clk,
    input  wire       rst_n,
    input  wire [7:0] pr_data,
    output wire [7:0] s2_latch, 
    output reg  [7:0] s2_result   
);
    assign s2_latch = pr_data;
    integer delay_cnt;
    integer rand_delay;
    reg     computing;
    reg [7:0] captured_pr;  
    always @(posedge fast_clk or negedge rst_n) begin
        if (!rst_n) begin
            s2_result   <= 8'd0;
            delay_cnt   <= 0;
            rand_delay  <= 0;
            computing   <= 1'b0;
            captured_pr <= 8'd0;
        end else begin
            if (!computing) begin
                captured_pr <= s2_latch;       
                rand_delay  <= ($random % 3);
                delay_cnt   <= 0;
                computing   <= 1'b1;
            end else begin
                if (delay_cnt < rand_delay - 1) begin
                    delay_cnt <= delay_cnt + 1;
                end else begin
                    s2_result <= captured_pr << 1;
                    computing <= 1'b0;
                    delay_cnt <= 0;
                end
            end
        end
    end
endmodule
module pipeline_top (
    input  wire       fast_clk,
    input  wire       rst_n,
    output wire       slow_clk,
    output reg  [7:0] s1_data_in,   
    output wire [7:0] s1_data_out,
    output wire [7:0] pr_data_in,
    output wire [7:0] pr_data_out,
    output wire [7:0] s2_latch,
    output wire [7:0] s2_result
);
    reg s1_started;
    always @(posedge slow_clk or negedge rst_n) begin
        if (!rst_n) begin
            s1_data_in <= 8'd0;
            s1_started <= 1'b0;
        end else if (!s1_started) begin
            s1_started <= 1'b1;
        end else begin
            s1_data_in <= s1_data_in + 1'b1;
        end
    end
    assign pr_data_in = s1_data_out;
    clk_divider u_clk_div (
        .fast_clk(fast_clk),
        .rst_n   (rst_n),
        .slow_clk(slow_clk)
    );
    stage1 u_stage1 (
        .fast_clk (fast_clk),
        .rst_n    (rst_n),
        .input_val(pr_data_out),    
        .data_out (s1_data_out)
    );
    pipeline_register u_pr (
        .slow_clk(slow_clk),
        .rst_n   (rst_n),
        .d_in    (s1_data_out),
        .d_out   (pr_data_out)
    );
    stage2 u_stage2 (
        .fast_clk (fast_clk),
        .slow_clk (slow_clk),
        .rst_n    (rst_n),
        .pr_data  (pr_data_out),
        .s2_latch (s2_latch),
        .s2_result(s2_result)
    );
endmodule
```
==> results.yml <==
# flow metrics
status:
  status: "finished, final reports clean"
synthesis:
  synthAoiAreaFrac_pct: 3.92
  ys.flop_type: "dfrtp_1"
  edf_count: 0
  synth_cells: 639
  synthDistinctLibCells: 49
  mux_area_share_pct: 4.10
  avgSynthCellArea_um2: 10.8
  top_cells_by_count: "139 x dfrtp_1, 86 x nor2_1, 51 x xor2_1"
  yosysSeqAreaShare_pct: 50.5
  async_reset_ff_share_pct: 100
  yosys_area_um2: 6890
  yosys.area.top_type: "dfrtp_1"
  ys_sh_simple_pct: 18.9
  yosys-stat-cells: 639
  synth.area.top_cells: "dfrtp_1 50%, ha_1 6.7%, xor2_1 6.5%"
  ys_top_logic_family: "simple AND/OR/NAND/NOR gates"
  top_cell: "dfrtp_1"
  top_cell_area_share_pct: 50.5
  adder_share_pct: 6.72
  synth-seq-cells: 139
  syn_area_um2: 6890
  yosys_warnings: 9
  synth_xor_xnor_area_share_pct: 12.7
hold_path:
  hold_class: "in2async"
floorplan:
  fp_util_pct: 51.6
  die_y_um: 119
  rows: 42
  pin_count: 51
  design.core.area_um2: 13300
  die-area_um2: 14300
  die_x_um: 119
timing:
  rsz0062_at_grt: "false"
  timing.fmax_mhz: 324
  fin_setup_tns_ns: 0
  hold_viol_final: 0
  timing.final.crit_share_pct: 70.2
  maxSlewHeadroom_pct: 56.5
  min_period_ns: 3.09
  tightest_slew_ns: 0.648
  final_max_slew_viol_count: 0
  setup_viol: 0
  unclocked_regs: 17
  fin_skew_ns: 0.00600
  untimed_endpoints: 40
clocking:
  numCtsBuffers: 17
  cts_root_buffer: "clkbuf_16"
  cts_resized: 0
  cts_hold_buf: 0
  cts_setup_buffers: 0
  clk_pin_slew_ns: 0.05
  cts.path.max_buffers: 2
  clkLatencyLatePin_ns: 0.40
  cts_max_level: 4
  cts_tree: "built"
global_routing:
  grt_overflow: 0
  antenna_found_initial: 0
  grt_pass1_vias: 4473
  grt_max_degree: 75
  grt_first_pass_wirelength_um: 21100
  grtUsageTotal_pct: 18.8
placement:
  io_buffers: 49
  dpl.hpwl_um: 7970
  gp_congestion: 0.773
layout:
  fill_cells: 1068
  final_core_util_pct: 60.4
  area_growth_pct: 16.9
  drive_gt1_share_pct: 9.44
pwr:
  p_per_area_nw_per_um2: 312
  power_leakage_nw: 3.57
  ir_drop_uv: 304
critical_path:
  rrSetupSlack_ns: 1.31
  critPathKind: "reg2reg"
  arrival_ns: 3.37
  critPathCaptureType: "flop"
  reg2reg_to: "u_stage1.data_out[6]$_DFFE_PN0P_"
  r2r_cells: 9
  r2r-start: "u_stage1.rand_delay[0]$_DFFE_PN0N_"
  path_max_fanout: 17
  start_kind: "flop"
  crit_required_ns: 4.68
route:
  routed-via-count: 4551
  dr.first_iter.drc_count: 216
  antenna-diode-count: 0
  viasPerCell: 5.20
  totalWireLength_um: 11800
  ant_nets: 0
  dr.pass1.iters: 6
  drc: 0
  wl_per_cell_um: 13.5
flow_run:
  maxCapViolCount: 0
  warnings: 26
-- sequential cells by signal, summed over array words and instances (netlist names) --
name,cells
u_stage2.computing,1
u_stage1.rand_delay,1
u_pr.d_out,8
u_stage2.captured_pr,7
s1_started,1
s1_data_in,8
u_stage2.delay_cnt,32
u_clk_div.slow_clk,1
u_stage1.delay_cnt,32
u_stage2.s2_result,7
u_stage1.computing,1
u_stage1.data_out,8
u_clk_div.count,32
-- through the flow --
step	area [µm²]	power [mW]	cells	hold WS [ns]	setup slack, ns
after floorplan	6890	1.14	639	0.443	1.52
after global placement	7480	1.17	845	0.471	1.41
after detailed placement	7480	1.17	845	0.478	1.30
after CTS	8060	2.55	875	0.485	1.28
after global routing	8060	2.60	875	0.510	1.05
final	8060	2.51	875	0.486	1.31
-- worst max-delay path: stages, from the launching register on --
cell      delay (ns)
dfrtp_1         0.71
buf_4           0.33
ha_1            0.28
a211oi_1        0.24
nor4_1          0.08
a221o_1         0.28
o21ai_1         0.17
nand2_1         0.11
a31oi_4         0.38
mux2_2          0.38
-- cells by family after synthesis --
group           count (synthesis)
simple gates                  264
flops                         139
xor+xnor                      100
compound gates                 38
fa+ha+maj                      37
buf+inv                        36
mux                            23
other cells                     2
-- area by class of cell --
| type | count | area, µm² | area share [%] |
|---|---|---|---|
| clock buffer | 21 | 460 | 5.71 |
| inverter | 11 | 41.3 | 0.512 |
| tap | 176 | 220 | 2.73 |
| timing repair buffer | 55 | 537 | 6.66 |
| sequential | 139 | 3480 | 43.1 |
| multi-input combinational | 464 | 3200 | 39.7 |
| clock inverter | 9 | 123 | 1.52 |
-- report_power, final --
| group | switching, mW | total (mW) | internal (mW) |
|---|---|---|---|
| registers | 0 | 1.12 | 1.12 |
| clock network | 0.456 | 1.36 | 0.908 |
| logic | 0.0239 | 0.0260 | 0.00202 |
| total | 0.480 | 2.51 | 2.03 |
-- how the worst max path moves through the flow --
stage                             startpoint                                to  slack (ns)  depth (start not counted)
4_1_cts   u_stage1.rand_delay[0]$_DFFE_PN0N_  u_stage1.data_out[6]$_DFFE_PN0P_        1.28                          9
5_1_grt   u_stage1.rand_delay[0]$_DFFE_PN0N_  u_stage1.data_out[7]$_DFFE_PN0P_        1.05                          9
6_report  u_stage1.rand_delay[0]$_DFFE_PN0N_  u_stage1.data_out[6]$_DFFE_PN0P_        1.31                          9
-- cells in the final DEF, fill, tap and decap left out, types with 2 or more instances in the layout --
master           count
bufinv_16            3
nand4_1             19
nand3_1             44
dfrtp_1            139
mux2_2              14
mux2i_1              2
nand2b_1             3
inv_1               11
or2_2                2
a21oi_1             11
nor2_1              86
nor4_1               7
clkbuf_1             2
a21o_1               3
or3_1                5
mux2_4               7
xnor2_1             49
nor3_1               9
clkbuf_16           17
clkdlybuf4s50_1     48
and3_1              19
o21a_1               2
nor2b_1              3
conb_1               2
buf_4                6
nand2_1             50
ha_1                37
a211oi_1             2
and4_1               9
clkbuf_8             2
clkinv_2             5
xor2_1              51
and2_1               2
o21ai_0              8
-- layer usage --
metal  share of wire [%]  routed length, µm  track usage, %
met1                  49               5720            29.5
met2                  48               5590            29.1
met3                 3.3                390            4.01
met4                0.57                 67            1.88
met5                   0                  0               0
Power is estimated from default activity; no workload was simulated.
