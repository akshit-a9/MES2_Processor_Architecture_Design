**flow/design.v**
```verilog
module tee (
    input  wire [2:0] start_bank,
    input  wire [2:0] slot_offset,
    input  wire [2:0] start_row,
    output wire [2:0] row_out
);
    wire [3:0] sum = {1'b0, start_bank} + {1'b0, slot_offset};
    assign row_out = sum[3] ? (start_row + 3'd1) : start_row;
endmodule
module inst_cache_line #(
    parameter integer BANK_ID = 0
)(
    input  wire [2:0]  start_bank,
    input  wire [2:0]  slot_offset,
    input  wire [2:0]  start_row,
    output wire [31:0] instruction_out
);
    reg [31:0] mem [0:7];
    integer i;
    initial begin
        for (i = 0; i < 8; i = i + 1)
            mem[i] = 32'hA000_0000 | (i * 8 + BANK_ID);
    end
    wire [2:0] row_addr;
    tee t0 (
        .start_bank  (start_bank),
        .slot_offset (slot_offset),
        .start_row   (start_row),
        .row_out     (row_addr)
    );
    assign instruction_out = mem[row_addr];
endmodule
module fetch_unit_rs6000 (
    input  wire        clk,
    input  wire [31:0] start_address,
    output wire [2:0]  start_bank,
    output reg  [31:0] addr_reg,        
    output reg  [2:0]  bank_reg,        
    output reg  [31:0] inst_out_0,
    output reg  [31:0] inst_out_1,
    output reg  [31:0] inst_out_2,
    output reg  [31:0] inst_out_3,
    output reg  [31:0] inst_out_4,
    output reg  [31:0] inst_out_5,
    output reg  [31:0] inst_out_6,
    output reg  [31:0] inst_out_7
);
    assign start_bank      = start_address[4:2];
    wire [2:0] start_row   = start_address[7:5];
    wire [2:0] off0 = 3'd0 - start_bank;
    wire [2:0] off1 = 3'd1 - start_bank;
    wire [2:0] off2 = 3'd2 - start_bank;
    wire [2:0] off3 = 3'd3 - start_bank;
    wire [2:0] off4 = 3'd4 - start_bank;
    wire [2:0] off5 = 3'd5 - start_bank;
    wire [2:0] off6 = 3'd6 - start_bank;
    wire [2:0] off7 = 3'd7 - start_bank;
    wire [31:0] b0, b1, b2, b3, b4, b5, b6, b7;
    inst_cache_line #(.BANK_ID(0)) c0 (.start_bank(start_bank), .slot_offset(off0), .start_row(start_row), .instruction_out(b0));
    inst_cache_line #(.BANK_ID(1)) c1 (.start_bank(start_bank), .slot_offset(off1), .start_row(start_row), .instruction_out(b1));
    inst_cache_line #(.BANK_ID(2)) c2 (.start_bank(start_bank), .slot_offset(off2), .start_row(start_row), .instruction_out(b2));
    inst_cache_line #(.BANK_ID(3)) c3 (.start_bank(start_bank), .slot_offset(off3), .start_row(start_row), .instruction_out(b3));
    inst_cache_line #(.BANK_ID(4)) c4 (.start_bank(start_bank), .slot_offset(off4), .start_row(start_row), .instruction_out(b4));
    inst_cache_line #(.BANK_ID(5)) c5 (.start_bank(start_bank), .slot_offset(off5), .start_row(start_row), .instruction_out(b5));
    inst_cache_line #(.BANK_ID(6)) c6 (.start_bank(start_bank), .slot_offset(off6), .start_row(start_row), .instruction_out(b6));
    inst_cache_line #(.BANK_ID(7)) c7 (.start_bank(start_bank), .slot_offset(off7), .start_row(start_row), .instruction_out(b7));
    function [31:0] mux8;
        input [2:0]  s;
        input [31:0] i0, i1, i2, i3, i4, i5, i6, i7;
        case (s)
            3'd0: mux8 = i0;
            3'd1: mux8 = i1;
            3'd2: mux8 = i2;
            3'd3: mux8 = i3;
            3'd4: mux8 = i4;
            3'd5: mux8 = i5;
            3'd6: mux8 = i6;
            3'd7: mux8 = i7;
            default: mux8 = 32'hx;
        endcase
    endfunction
    wire [2:0] s0 = start_bank + 3'd0;
    wire [2:0] s1 = start_bank + 3'd1;
    wire [2:0] s2 = start_bank + 3'd2;
    wire [2:0] s3 = start_bank + 3'd3;
    wire [2:0] s4 = start_bank + 3'd4;
    wire [2:0] s5 = start_bank + 3'd5;
    wire [2:0] s6 = start_bank + 3'd6;
    wire [2:0] s7 = start_bank + 3'd7;
    always @(posedge clk) begin
        addr_reg   <= start_address;
        bank_reg   <= start_bank;
        inst_out_0 <= mux8(s0, b0, b1, b2, b3, b4, b5, b6, b7);
        inst_out_1 <= mux8(s1, b0, b1, b2, b3, b4, b5, b6, b7);
        inst_out_2 <= mux8(s2, b0, b1, b2, b3, b4, b5, b6, b7);
        inst_out_3 <= mux8(s3, b0, b1, b2, b3, b4, b5, b6, b7);
        inst_out_4 <= mux8(s4, b0, b1, b2, b3, b4, b5, b6, b7);
        inst_out_5 <= mux8(s5, b0, b1, b2, b3, b4, b5, b6, b7);
        inst_out_6 <= mux8(s6, b0, b1, b2, b3, b4, b5, b6, b7);
        inst_out_7 <= mux8(s7, b0, b1, b2, b3, b4, b5, b6, b7);
    end
endmodule
```
**flow/run.sh**
```bash
#!/bin/bash
# OpenROAD 26Q1-2900-gdf79404cd8, Yosys 0.63+post, stock flow scripts
make -C /OpenROAD-flow-scripts/flow DESIGN_CONFIG=/design/flow/config.mk WORK_HOME=/design/flow/orfs finish
```
**flow/config.mk**
```make
export PLATFORM = sky130hd
export DESIGN_NAME = fetch_unit_rs6000
export DESIGN_NICKNAME = fetch_unit_rs6000
export VERILOG_FILES = /design/flow/design.v
export SDC_FILE = /design/flow/constraint.sdc
export NUM_CORES = 4
export LEC_CHECK = 1
export CORE_AREA = 10 10 149 149
export DIE_AREA = 0 0 159 159
```
**flow/constraint.sdc**
```tcl
current_design fetch_unit_rs6000

set clk_period 2.0
set clk_io_pct 0.2

create_clock -name clk0 -period $clk_period [get_ports {clk}]

set non_clock_inputs [all_inputs -no_clocks]
set_input_delay [expr $clk_period * $clk_io_pct] -clock clk0 $non_clock_inputs
set_output_delay [expr $clk_period * $clk_io_pct] -clock clk0 [all_outputs]
```
==> flow_metrics.tcl <==
# metrics dict for downstream scripts
set metrics [dict create \
    outcome "finished with violations" \
    violations "negative setup slack" \
    period_used_share 1.09 \
    top_cell_area_share 0.227 \
    synthArstFlopShare 0 \
    crit_fanout 5 \
    fp.dieW_um 159 \
    htreeDepth 3 \
    crit_path_end_kind "flip-flop" \
    grt_util_all_layers 0.254 \
    fp_util 0.381 \
    largest_reg_flops 30 \
    warnings 44 \
    finalHoldViolCount 0 \
    edf_count 0 \
    wire_per_inst_um 22.0 \
    cts_buffers 9 \
    avgSynthCellArea_um2 7.62 \
    ff_type "dfxtp_1" \
    synth.distinct_cells 83 \
    setup_viol 24 \
    drt_iter0_markers 836 \
    drv_slew 0 \
    layout-drive-gt1-share 0.329 \
    cp-startpoint "start_address[2]" \
    syn_inst 941 \
    drc 0 \
    area_leaders "buf_4 (23%), dfxtp_1 (22%), nand2_1 (4.4%), o21ai_0 (3.8%), ha_1 (3.7%)" \
    rsz0062_at_grt "yes" \
    wl_um 33600 \
    root_buffer "clkbuf_16" \
    crit_path_cell_trace "buf_12 -> clkinvlp_4 -> ha_4 -> ha_4 -> and4b_1 -> buf_6 -> or2_4 -> nor2_4 -> buf_6 -> nor2_4 -> a311oi_2 -> a32oi_1" \
    arrival_ns 2.40 \
    cts_buffer_depth 2 \
    gr-total-overflow 0 \
    ys_cells 941 \
    fp.dieH_um 159 \
    setup_tns_ns -2.31 \
    ys_seq_frac 0.215 \
    antenna_left 0 \
    via_per_inst 5.18 \
    seqPwrFrac 0.279 \
    core-area_um2 18800 \
    critical_path_class "input pin to flip-flop" \
    grt_pass1_vias 7936 \
    timing.final.ws_setup_ns -0.172 \
    clock.fmax_mhz 460 \
    syn_to_final_growth_pct 52.0 \
    intPower_uw 4060 \
    cts_tree "done" \
    antenna_cells 0 \
    max_cap_violations 0 \
    critPathCapture "inst_out_2[4]" \
    power.share.clock 0.257 \
    hp-class "input pin to flip-flop" \
    numSynthFlops 77 \
    die_area_um2 25300 \
    combPwrFrac 0.464 \
    fin_crit_ns 2.17 \
    swShare 0.354 \
    powerDensity_nw_per_um2 577 \
    synthesis.area_um2 7170 \
    power_switching_uw 2220 \
    worstPathRequired_ns 2.23 \
    ir_drop_uv 370 \
    final_util 0.579 \
    drtPass1Iterations 5 \
    grt_max_degree 29 \
    cpPeakStageDelay_ns 0.27 \
    io_pins 327 \
    dp.final_hpwl_um 26500 \
    clkSlewWorstSetupHoldPaths_ns 0.08 \
    vias 7914 \
    antenna_found_initial 0 \
    preCtsSetupSlack_ns -1.35 \
    ys_chip_area_um2 7170 \
    yosys_warnings 9 \
    routabilityCongestion 1.04 \
    rows 50 \
    netlist.top_cell.by_area "buf_4" \
    cp-start-kind "input pin" \
    io_buffer_count 118 \
    cp_slowest_cell "or2_4" \
    p_leak_uw 0.00479 \
    grt_pass1_wl_um 50000 \
    clock-sinks 77 \
]
## metrics by stage
stage               instances  hold slack (ns)  total power (uW)  instance area (um2)
floorplan                1147            0.428              3070                 8080
global placement         1495            0.849              4290                 9620
detailed placement       1495            0.852              4280                 9620
CTS                      1524            0.357              6150                10500
global route             1527            0.376              6600                10900
finish                   1527            0.361              6280                10900
## cell usage in the layout (no fill, tap or decap), types with 15 or more instances in the layout
| master | instances |
|---|---|
| buf_4 | 230 |
| conb_1 | 208 |
| clkdlybuf4s50_1 | 113 |
| nand2_1 | 82 |
| dfxtp_1 | 77 |
| nor2_1 | 50 |
| o21ai_0 | 39 |
| a21oi_1 | 38 |
| buf_6 | 28 |
| nand3_1 | 20 |
| a32oi_1 | 15 |
## power by group through the flow
stage	registers [uW]	logic, uW	clock network (uW)
after CTS	1760	2730	1660
final	1750	2910	1620
after global routing	1770	3100	1730
## cells by family (layout without fill, tap and decap cells)
logic type / Yosys count / count (layout) / synth area share
other: 2 / 208 / 0.00105
buffers and inverters: 300 / 420 / 0.274
and+or+nand+nor: 244 / 244 / 0.163
xor gates and xnor gates: 21 / 21 / 0.0298
DFF: 77 / 77 / 0.215
muxes: 17 / 17 / 0.0269
adders and majority gates: 22 / 22 / 0.0381
AOI/OAI and AO/OA: 258 / 258 / 0.252
## layer usage
metal,up-vias,wire (um),GRT usage
li1,3562,-,-
met1,3700,14400,0.361
met2,565,14500,0.366
met3,87,3540,0.0713
met4,0,1200,0.0855
met5,-,0,0
## worst min-delay path by stage
stage | start | end | slack [ns] | cells past startpoint
after global routing | start_address[3] | bank_reg[1] | 0.38 | 2
final | start_address[3] | bank_reg[1] | 0.36 | 2
after CTS | start_address[3] | bank_reg[1] | 0.36 | 2
## worst max-delay path, delay by kind of cell
| kind | cells | cell delay [ns] |
|---|---|---|
| compound gates | 2 | 0.39 |
| buf+inv | 4 | 0.50 |
| fa+ha+maj | 2 | 0.47 |
| simple gates | 4 | 0.63 |
## Yosys cell counts, types with 16 or more instances
master    instances
buf_4           217
nand2_1          84
dfxtp_1          77
nor2_1           58
o21ai_0          54
clkbuf_1         48
a21oi_1          43
nand3_1          22
ha_1             21
a22oi_1          18
a32oi_1          17
buf_2            16
nor2b_1          16
## layout make-up
class	instances	area (um2)
fill	1670	7930
multi-input combinational	770	5200
timing repair buffer	389	3480
sequential	77	1540
tap	260	325
clock buffer	9	225
inverter	15	67.6
clock inverter	7	58.8
## repair_timing
action	4_1_cts	5_1_grt
pin swaps	47	34
cloned	0	0
setup endpoints to repair	42	24
hold buffers	0	0
buffers inserted	13	3
resized	130	69
No activity file was given, so power comes from the tool's default toggle rates.
